$ cat run.sh
#!/bin/bash
# OpenROAD 26Q1-2900-gdf79404cd8, Yosys 0.63+post, stock flow scripts
make -C /OpenROAD-flow-scripts/flow DESIGN_CONFIG=/design/flow/config.mk WORK_HOME=/design/flow/orfs finish
$ cat config.mk
export PLATFORM = sky130hd
export DESIGN_NAME = toplevel
export DESIGN_NICKNAME = toplevel
export VERILOG_FILES = /design/flow/design.v
export SDC_FILE = /design/flow/constraint.sdc
export NUM_CORES = 4
export LEC_CHECK = 1
export CORE_AREA = 10 10 72 72
export DIE_AREA = 0 0 82 82
$ cat constraint.sdc
current_design toplevel

set clk_period 7.6
set clk_io_pct 0.2

create_clock -name clk0 -period $clk_period

set non_clock_inputs [all_inputs -no_clocks]
set_input_delay [expr $clk_period * $clk_io_pct] -clock clk0 $non_clock_inputs
set_output_delay [expr $clk_period * $clk_io_pct] -clock clk0 [all_outputs]
$ cat design.v
module predC8(input G0,G1,P1, output c8);
    assign c8 = (G0 && P1) || G1;
endmodule
module predC12(input G0,G1,G2,P1,P2, output c12);
    assign c12 = (G0 && P1&& P2) || (G1 && P2) || G2;
endmodule
module block(input [3:0]a, input[3:0]b ,input [0:0] c0 ,output [0:0]G,output[0:0] P,output[3:0]S); 
    assign g0 = a[0] && b[0];
    assign g1 = a[1] && b[1];
    assign g2 = a[2] && b[2];
    assign g3 = a[3] && b[3];
    assign p0 = a[0] || b[0];
    assign p1 = a[1] || b[1];
    assign p2 = a[2] || b[2];
    assign p3 = a[3] || b[3];
    assign c1 = c0 & p0 | g0;
    assign c2 = c0 & p0 & p1 | g0 & p1 | g1;
    assign c3 = c0 & p0 & p1 & p2 | g0 & p1 & p2 | g1 & p2 | g2;
    assign S[0] = a[0] ^ b[0] ^ c0;
    assign S[1] = a[1] ^ b[1] ^ c1;
    assign S[2] = a[2] ^ b[2] ^ c2;
    assign S[3] = a[3] ^ b[3] ^ c3;
    assign G = g0 && p1 && p2 && p3 || g1 && p2 && p3 || g2 && p3 || g3;
    assign P = p0 && p1 && p2 && p3;
endmodule
module toplevel (input[15:0]a, input[15:0]b ,output[15:0]o);
    logic C4,C8,C12;
    logic G0,G1,G2,G3;
    logic P0,P1,P2,P3;
    block B0(a[3:0] ,b[3:0] , 0 , G0 , P0, o[3:0]);
    block B1(a[7:4] ,b[7:4] , G0 , G1 , P1, o[7:4]);
    predC8 predc8(G0,G1,P1,C8);
    block B2(a[11:8] ,b[11:8] , C8 , G2 , P2, o[11:8]);
    predC12 predc12(G0,G1,G2,P1,P2,C12);
    block B3(a[15:12] ,b[15:12] , C12 , G3 , P3, o[15:12]);
endmodule
==> impl_metrics.prom <==
# HELP chip_impl_metric Yosys and OpenROAD flow results
# TYPE chip_impl_metric gauge
chip_impl_metric{name="timing.final.max_slew_violations",unit=""} 0
chip_impl_metric{name="post_cts.repair.setup_buffers",unit=""} 0
chip_impl_info{name="worst-setup-path-type",value="input pin to output port"} 1
chip_impl_metric{name="die_h",unit="um"} 82
chip_impl_metric{name="wl_per_cell",unit="um"} 10.2
chip_impl_metric{name="crit_buf_inv",unit=""} 3
chip_impl_metric{name="antenna_found_initial",unit=""} 0
chip_impl_metric{name="worst_slew_pin_slew",unit="ns"} 0.408
chip_impl_info{name="worst_hold_path_type",value="input pin to output port"} 1
chip_impl_metric{name="grt_pass1_wl",unit="mm"} 3.88
chip_impl_metric{name="post-route-drc-count",unit=""} 0
chip_impl_metric{name="synth_largest_type_area_fraction",unit="%"} 35.9
chip_impl_metric{name="whs_path_depth",unit=""} 3
chip_impl_metric{name="routed_wire_length",unit="mm"} 2.32
chip_impl_metric{name="post_synth_inst_count",unit=""} 131
chip_impl_metric{name="area_added_between_synthesis_and_finish",unit="%"} 53.5
chip_impl_metric{name="avgViaCountPerCell",unit=""} 4.20
chip_impl_metric{name="grt.total_usage",unit="%"} 6.74
chip_impl_info{name="timing.critical_path.max_delay_family",value="buffers and inverters"} 1
chip_impl_metric{name="coreArea",unit="sq um"} 3690
chip_impl_metric{name="grt_max_degree",unit=""} 6
chip_impl_info{name="critical_path.slowest_cell",value="sky130_fd_sc_hd__clkdlybuf4s50_1"} 1
chip_impl_metric{name="cts.hold.buffers_added",unit=""} 0
chip_impl_metric{name="max-slew-margin-rel",unit="%"} 72.4
chip_impl_info{name="synthTopCellsByArea",value="sky130_fd_sc_hd__ha_1 36%, sky130_fd_sc_hd__inv_1 12%, sky130_fd_sc_hd__fa_1 7.9%"} 1
chip_impl_metric{name="first_global_vias",unit=""} 958
chip_impl_info{name="worst_setup_path_end_kind",value="output port"} 1
chip_impl_metric{name="cp_data_required_time",unit="ns"} 6.08
chip_impl_metric{name="finalHoldWorstSlack",unit="ns"} 4.07
chip_impl_metric{name="timing.critical_path.fanout_max",unit=""} 5
chip_impl_metric{name="cap_violations",unit=""} 0
chip_impl_metric{name="finalSetupViolations",unit=""} 0
chip_impl_info{name="critPathLaunchType",value="input pin"} 1
chip_impl_metric{name="ios",unit=""} 48
chip_impl_metric{name="final_antenna_net_count",unit=""} 0
chip_impl_info{name="synth_area_leader_cell",value="sky130_fd_sc_hd__ha_1"} 1
chip_impl_metric{name="synth.lib_cells_used.distinct",unit=""} 33
chip_impl_metric{name="synth.avg_cell_area",unit="sq um"} 7.71
chip_impl_info{name="rsz_0062_raised_after_global_routing",value="no"} 1
chip_impl_metric{name="clkbuf_count",unit=""} 0
chip_impl_metric{name="sequential_cell_total",unit=""} 0
chip_impl_metric{name="die_width",unit="um"} 82
chip_impl_info{name="crit_path_start",value="a[8]"} 1
chip_impl_metric{name="port-buffer-count",unit=""} 48
chip_impl_metric{name="gp_congestion",unit=""} 0.769
chip_impl_metric{name="log.warning_count",unit=""} 50
chip_impl_metric{name="yosys_area",unit="sq um"} 1010
chip_impl_metric{name="power_per_cell_area",unit="nW/um^2"} 67.1
chip_impl_metric{name="insertedDiodeCount",unit=""} 0
chip_impl_metric{name="floorplan.core_util",unit="%"} 27.4
chip_impl_metric{name="drive_above_1_share",unit="%"} 3.35
chip_impl_metric{name="sequential_cell_area",unit="sq um"} 0
chip_impl_metric{name="seq_area_frac_synth",unit="%"} 0
chip_impl_metric{name="first_iter_violations",unit=""} 69
chip_impl_metric{name="clock.fmax",unit="MHz"} 177
chip_impl_metric{name="vias",unit=""} 954
chip_impl_metric{name="num-fill-cells",unit=""} 382
chip_impl_metric{name="power_leakage",unit="uW"} 0.000762
chip_impl_metric{name="min_period",unit="ns"} 5.66
chip_impl_metric{name="layout.cell_area.non_filler",unit="sq um"} 1550
chip_impl_metric{name="drt_first_pass_iters",unit=""} 3
chip_impl_info{name="status",value="completed"} 1
chip_impl_info{name="cpMostUsedCell",value="sky130_fd_sc_hd__clkdlybuf4s50_1"} 1
chip_impl_metric{name="crit_path_max_incr_delay",unit="ns"} 0.53
chip_impl_metric{name="final.setup.tns",unit="ns"} 0
chip_impl_metric{name="timing.final.hold_violations",unit=""} 0
chip_impl_metric{name="worst-endpoint-arrival",unit="ns"} 4.14
chip_impl_metric{name="detailed_place_hpwl",unit="mm"} 2.17
chip_impl_info{name="endpoint",value="o[12]"} 1
chip_impl_info{name="path_cells",value="clkdlybuf4s50_1, inv_1, ha_1, nor4_2, o21ai_2, a311oi_4, or3_1, fa_1, clkdlybuf4s50_1"} 1
chip_impl_metric{name="vdd_drop_max",unit="mV"} 0.0290
chip_impl_metric{name="post_synthesis_cell_count_from_yosys",unit=""} 131
chip_impl_metric{name="cts_repair_resizes",unit=""} 0
chip_impl_metric{name="mapped_area",unit="sq um"} 1010
chip_impl_metric{name="die-area",unit="sq um"} 6720
chip_impl_metric{name="placement.cell_area",unit="sq um"} 1550
chip_impl_metric{name="finalCoreUtilization",unit="%"} 42.0
chip_impl_metric{name="cp_depth",unit=""} 9
chip_impl_metric{name="finalClockPeriodUsage",unit="%"} 74.4
chip_impl_metric{name="globalRouteOverflowTotal",unit=""} 0
chip_impl_metric{name="total_of_warnings_raised_by_yosys",unit=""} 12
chip_impl_metric{name="row_count",unit=""} 22
[cells in the mapped netlist, drive strengths merged, types with 2 or more instances]
library cell	count
o21bai	2
ha	29
nor3b	2
nor4	3
nand3	2
nor2	11
or3	2
and3	2
nor2b	7
a21oi	3
inv	32
nand2	3
o21ai	8
xor2	6
fa	4
xnor2	3
[per-layer routing]
layer	wire [um]	share of wire, %	track usage, %	up-vias
li1	-	-	-	522
met4	0	0	0	0
met1	997	43	8.08	412
met5	0	0	0	-
met3	196	8.4	2.42	0
met2	1130	49	12.0	20
[report_power, final]
group	total (uW)	switching (uW)	internal [uW]	leakage (uW)
Clock	0	0	0	0
Combinational	104	36.3	67.7	0.000762
Sequential	0	0	0	0
[worst min-delay path by stage]
stage / from / endpoint / slack (ns)
5_1_grt: b[0] / o[0] / 4.12
4_1_cts: b[0] / o[0] / 4.09
6_report: b[0] / o[0] / 4.07
[metrics by stage]
step                power [uW]  cells  worst slack (ns)
global placement           106    227              1.93
detailed placement         107    227              1.90
global route               118    227              1.72
CTS                        108    227              1.89
finish                     104    227              1.94
floorplan                 42.5    131              3.01
[area by class of cell]
class | instances | area, sq um | share of cell area, %
tap | 48 | 60.1 | 3.87
timing repair buffer | 48 | 480 | 31.0
inverter | 32 | 120 | 7.75
multi-input combinational | 99 | 890 | 57.4
[cells in the final DEF (no fill, tap or decap), drive strengths merged, types with 2 or more instances in the layout]
cell,n
a21oi,3
nor2,11
clkdlybuf4s50,48
nand2,3
fa,4
o21ai,8
xor2,6
nor2b,7
nor3b,2
inv,32
ha,29
o21bai,2
xnor2,3
nor4,3
nand3,2
and3,2
or3,2
[logic make-up after synthesis]
logic type,after synthesis,share of synthesized area (%)
and+or+nand+nor,37,20.8
adders and majority gates,33,43.9
buffers and inverters,32,11.9
AOI/OAI and AO/OA,20,15.6
xor gates and xnor gates,9,7.81
Power is estimated from default activity; no workload was simulated.
