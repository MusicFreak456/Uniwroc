==> design.v <==
module grey_to_bin(input[31:0]i ,output[31:0]o);
    integer res;
    integer k;
    always_comb begin
        res=i;
        for(k=1;k<=32;k=k+k) begin
            res = res ^ (res>>k);
        end
        o=res;
    end
endmodule
==> run.sh <==
#!/bin/bash
# OpenROAD 26Q1-2900-gdf79404cd8, Yosys 0.63+post, stock flow scripts
make -C /OpenROAD-flow-scripts/flow DESIGN_CONFIG=/design/flow/config.mk WORK_HOME=/design/flow/orfs finish
==> config.mk <==
export PLATFORM = sky130hd
export DESIGN_NAME = grey_to_bin
export DESIGN_NICKNAME = grey_to_bin
export VERILOG_FILES = /design/flow/design.v
export SDC_FILE = /design/flow/constraint.sdc
export NUM_CORES = 4
export LEC_CHECK = 1
export CORE_AREA = 10 10 77 77
export DIE_AREA = 0 0 87 87
==> constraint.sdc <==
current_design grey_to_bin

set clk_period 11.5
set clk_io_pct 0.2

create_clock -name clk0 -period $clk_period

set non_clock_inputs [all_inputs -no_clocks]
set_input_delay [expr $clk_period * $clk_io_pct] -clock clk0 $non_clock_inputs
set_output_delay [expr $clk_period * $clk_io_pct] -clock clk0 [all_outputs]
==> changes_impl.md <==
## Flow update

- Status: complete, no violations
- Met1 Usage GRT: 5.594%
- Num ports: 64
- Vias in the first global route: 662
- Finished Cell Area: 1366 µm²
- Initial antenna violation count: 0
- Die Wd: 87 µm
- CP startpoint: i[31]
- Slew HR: 75.39%
- Pleak: 0.5927 nW
- Crit path required time: 9200 ps
- Number of distinct library cells after synthesis: 9
- Post-Place Setup Slack: 3958 ps
- Flop count: 0
- Yosys top cell by area: xnor2_1
- Busiest grt layer: met2
- Fraction of layout cells with a size suffix above 1: 6.557%
- Clock buffers: 0
- Multi-input gate area: 634.4 µm²
- Total chip power: 0.3527 mW
- Yosys stat area: 668.1 µm²
- First-pass GRT wire length: 3111 µm
- CP Class: input port to output pin
- Final Hold Viols: 0
- M3 GR Usage: 2.925%
- DR vias: 605
- Met2 usage: 8.394%
- Setup TNS: 0 ps
- GRT overflow: 0
- # fillers: 443
- Die height: 87 µm
- WHS: 5481 ps
- Final wirelength: 2071 µm
- Reg area: 0 µm²
- Final cell count without fillers: 174
- Final setup viols: 0
- Final period util: 65.41%
- Worst Path Max Fanout: 5
- Growth of design area from synthesis to finish: 104.5%
- Total tool warning count: 32
- Chip area: 7569 µm²
- Min cycle time layout: 7522 ps
- Routability-driven placement congestion ratio: 0.7205
- Antenna-violating nets left: 0
- Post-CTS setup buffer count: 0
- Total core area: 4354 µm²
- Ant diodes: 0
- FP Rows: 24
- Mapped Area: 668.1 µm²
- Main area contributors: xnor2_1, xor2_1, xnor3_2, xnor3_1, xnor2_4
- HP Class: input port to output pin
- VDD IR max: 0.1549 mV
- Largest net degree at the start of global routing: 6
- CP Capture Type: output pin
- YS warnings: 2
- Yosys Instances: 59
- Starting DRC count in detailed routing: 2
- Setup ws final: 3978 ps
- Max-cap check violation count: 0
- Critical Path Source Type: input port
- First-pass iteration count of the detailed router: 2
- Unrepaired setup endpoints after global routing: no
- Fp util: 15.34%
- Vias per cell: 3.477
- Cell area after placement: 1366 µm²
- Final Slew Violations: 0
- Wire per inst: 11.90 µm
- Top area contributor share: 27.53%
- Average cell area after synthesis: 11.32 µm²
- Hold buffer count at CTS: 0
- Seq/Total Area, Yosys: 0%
- Slew @ Worst Pin: 366.5 ps
- Cell area power density: 258.2 nW/µm²
- Hpwl dp: 1899 µm
- All-Layer GR Usage: 4.964%
- Max Clock Freq: 132.9 MHz
- CTS-repair resized insts: 0
- DRC: 0
- CP arrival: 5220 ps
- Placed insts: 174
- Count of port buffers added during placement: 64
- Post-layout util: 31.38%
- HP Start: i[31]
- Syn Inst Count: 59
cell usage in the layout (no fill, tap or decap):
cell | Yosys | final
xnor2_1 | 21 | 21
xnor2_2 | 1 | 1
clkdlybuf4s50_1 | 0 | 64
xnor3_4 | 1 | 1
inv_1 | 7 | 7
xnor2_4 | 1 | 1
xnor3_1 | 5 | 5
xor2_1 | 17 | 17
xnor3_2 | 5 | 5
report_power, final:
part	internal, mW	leakage, nW	switching (mW)
combinational	0.258	0.593	0.0945
clock	0	0	0
sequential	0	0	0
metal layers:
layer,wire [µm],up-vias
met4,0,0
li1,-,308
met1,800,255
met5,0,-
met2,905,42
met3,365,0
cells in the mapped netlist (all sizes together):
cell type,number
inv,7
xor2,17
xnor2,23
buf,1
xnor3,11
final timing paths:
check,depth (start not counted),endpoint,slack [ps]
setup / recovery,7,o[5],3980
hold / removal,2,o[31],5480
critical path, stage by stage:
cell	delay (ps)
clkdlybuf4s50_1	510
xnor3_2	510
xnor2_4	210
xnor2_2	350
xnor3_2	550
xnor3_1	350
clkdlybuf4s50_1	430
layout make-up:
cell class,instances,share of cell area [%]
inverter,7,1.923
multi-input combinational,51,46.43
tap,52,4.762
timing repair buffer,64,46.89
kinds of logic after synthesis:
group	Yosys count	share of synthesized area (%)
xor gates and xnor gates	51	94.95
buffers and inverters	8	5.057
No activity file was given, so power comes from the tool's default toggle rates.
