**design/flow/design.v**
```verilog
module swap (
    input [15:0]n,
    input [15:0]m,
    output[15:0]nout,
    output[15:0]mout
);
  logic bign = n > m;
  assign nout = bign? n : m;
  assign mout = bign? m : n;  
endmodule
module nwd(
    input [15:0]n,
    input [15:0]m,
    input clk,
    input ini,
    output [15:0]nwd,
    output fin
);
logic [15:0]subres,accm;
logic [15:0]newn,newm;
logic [15:0]initn,initm;
assign initm = ini? m : accm;
assign initn = ini? n : subres;
swap sw(initn,initm,newn,newm);
assign fin = newm==newn;
always_ff @(posedge clk) begin
    subres<=fin? newn : newn-newm;
    accm<=newm;
end
assign nwd = accm;
endmodule
```
**design/flow/constraint.sdc**
```tcl
current_design nwd

set clk_period 9.4
set clk_io_pct 0.2

create_clock -name clk0 -period $clk_period [get_ports {clk}]

set non_clock_inputs [all_inputs -no_clocks]
set_input_delay [expr $clk_period * $clk_io_pct] -clock clk0 $non_clock_inputs
set_output_delay [expr $clk_period * $clk_io_pct] -clock clk0 [all_outputs]
```
**design/flow/config.mk**
```make
export PLATFORM = sky130hd
export DESIGN_NAME = nwd
export DESIGN_NICKNAME = nwd
export VERILOG_FILES = /design/flow/design.v
export SDC_FILE = /design/flow/constraint.sdc
export NUM_CORES = 4
export LEC_CHECK = 1
export CORE_UTILIZATION = 30
```
**design/flow/run.sh**
```bash
#!/bin/bash
# OpenROAD 26Q1-2900-gdf79404cd8, Yosys 0.63+post, stock flow scripts
make -C /OpenROAD-flow-scripts/flow DESIGN_CONFIG=/design/flow/config.mk WORK_HOME=/design/flow/orfs finish
```
==> results_dict.tcl <==
# place-and-route summary
set metrics [dict create \
    end_kind "output pin" \
    fmax_ghz 0.154 \
    p_total_mw 1.21 \
    syn_area_um2 2710 \
    worst_hold_path_type "register to register" \
    die_h_um 97.0 \
    core_um2 8720 \
    vias_per_cell 5.20 \
    powerDensity_nw_per_um2 360 \
    antenna_found_initial 0 \
    lay_top_cells "clkdlybuf4s50_1, nand2_1, a21oi_1" \
    ctsResizeCount 0 \
    portBuffers 50 \
    avgSynthCellArea_um2 8.12 \
    synth.distinct_cells 56 \
    drv_cap 0 \
    ys.flops 32 \
    synth_chip_area_um2 2710 \
    cts_tree "built" \
    clkTransAtPathRegs_ns 0.07 \
    numCtsBuffers 5 \
    r2r_cells 13 \
    cts_setup_buffers 0 \
    initialDrtViolationCount 105 \
    cp_cell_sequence "buf_2, buf_4, mux2_2, ha_1, and4_1, nand2_1, nor3_4, clkdlybuf4s50_1" \
    whs_ns 0.619 \
    fp_util 0.310 \
    grt_start_max_net_pins 39 \
    totalWireLength_mm 6.42 \
    drc 0 \
    dr.pass1.iters 5 \
    insertion_delay_ns 0.28 \
    syn-instance-count 333 \
    clock-skew-final_ns 0.00575 \
    die_w_um 97.0 \
    startpoint "ini" \
    p_leak_nw 1.48 \
    htreeDepth 2 \
    relSlewSlack 0.484 \
    ios 51 \
    n_antenna_cell 0 \
    place_area_um2 3280 \
    setup_viol 0 \
    hold_violations 0 \
    grt_usage 0.139 \
    tool_warnings 25 \
    worst-path-max-fanout 38 \
    worstReg2RegStart "subres[11]" \
    yosysSeqAreaShare 0.237 \
    ys.flop_type "dfxtp_1" \
    ant_nets 0 \
    postSynth.asyncResetShare 0 \
    hold_start "subres[15]" \
    fin_tns_setup_ns 0 \
    peakVddDrop_mv 0.101 \
    cts.sinks 32 \
    final_area_um2 3370 \
    fin_crit_ns 6.50 \
    synth-edff-count 0 \
    wl_per_cell_um 13.2 \
    lay_top_count "clkdlybuf4s50_1" \
    min_path_cells 3 \
    max_stage_delay_ns 0.54 \
    cts_hold_buffers 0 \
    grt_overflow 0 \
    top_cells_by_area "dfxtp_1, mux2i_1, ha_1" \
    worst_slack_ns 2.90 \
    syn2layout_area_growth_pct 24.7 \
    dp_hpwl_mm 4.84 \
    top_cell_area_share 0.237 \
    grt_pass1_wl_mm 10.7 \
    required_ns 7.52 \
    dpl_worst_slack_ns 2.90 \
    outcome "finished, final reports clean" \
    crit_path_start_kind "input pin" \
    num_rows 34 \
    criticalPathCategory "input pin to output pin" \
    slew_violations 0 \
    slowest_stage "clkdlybuf4s50_1" \
    crit_arrival_ns 4.62 \
    die-area_um2 9400 \
    rsz0062_at_grt "no" \
    nFillCells 885 \
    vias 2525 \
    cts-root-buf "clkbuf_8" \
    yosysTopAreaCell "dfxtp_1" \
    grt_pass1_vias 2248 \
    yosys_warnings 2 \
    clock_path_buffers 2 \
    drive_above_1_share 0.124 \
    yosys_cells 333 \
    place.gp.congestion 0.858 \
    period_used_share 0.691 \
    worst_slew_pin_slew_ns 0.773 \
]
## flip-flops by register name, summed over array words and instances, names as in the netlist
signal,flops
subres,16
accm,16
## per-stage QoR
step,utilization,instances
after floorplan,-,333
after global placement,0.377,478
after detailed placement,0.377,478
after CTS,0.387,486
after global routing,0.387,486
final,0.387,486
## final timing paths
kind                 to  slack (ns)
max                 fin        2.90
min            accm[15]        0.62
max reg2reg  subres[11]        5.32
min reg2reg    accm[15]        0.62
## per-layer routing
metal  vias up  global-route usage  wire length, µm
met4         0              0.0103               35
met3         5              0.0184              269
met5         -                   0                0
met1      1159               0.208             3240
met2        48               0.225             2880
li1       1313                   -                -
## critical path: cells and delay by family
family / cells / cell delay, ns
adders and majority gates: 1 / 0.41
buffers and inverters: 3 / 1.04
muxes: 1 / 0.43
and+or+nand+nor: 3 / 0.83
## cells by family after synthesis
group / Yosys count / synth area share
and+or+nand+nor: 120 / 0.222
AOI/OAI and AO/OA: 91 / 0.239
muxes: 45 / 0.173
DFF: 32 / 0.237
buffers and inverters: 24 / 0.0370
adders and majority gates: 17 / 0.0786
xor gates and xnor gates: 4 / 0.0130
## cells in the mapped netlist (5+ instances only)
library cell / n
nand2_1: 45
a21oi_1: 38
dfxtp_1: 32
mux2i_1: 30
nor2_1: 27
ha_1: 17
mux2_2: 15
inv_1: 9
nand3_1: 9
o21ai_0: 9
or2_2: 9
clkbuf_1: 7
buf_2: 6
a211oi_2: 5
a21o_1: 5
## cell type report
class,instances,area (µm²),area share
flip-flops and latches,32,641,0.190
repair buffers,52,510,0.151
multi-input cells,277,1960,0.582
well taps,108,135,0.0400
clock buffers,8,90.1,0.0267
inverters,9,33.8,0.0100
## report_power, final
part	internal, mW	leakage (nW)	switching [mW]
clock network	0.0598	0.0455	0.0523
logic	0.393	1.16	0.464
registers	0.218	0.270	0.0275
Power is estimated from default activity; no workload was simulated.
